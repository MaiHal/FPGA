File: flow/config.mk
export PLATFORM = sky130hd
export DESIGN_NAME = blink_led_BlinkLED
export DESIGN_NICKNAME = blink_led_BlinkLED
export VERILOG_FILES = /design/flow/design.v
export SDC_FILE = /design/flow/constraint.sdc
export NUM_CORES = 4
export LEC_CHECK = 1
export CORE_UTILIZATION = 50
File: flow/run.sh
#!/bin/bash
# OpenROAD 26Q1-2900-gdf79404cd8, Yosys 0.63+post, stock flow scripts
make -C /OpenROAD-flow-scripts/flow DESIGN_CONFIG=/design/flow/config.mk WORK_HOME=/design/flow/orfs finish
File: flow/constraint.sdc
current_design blink_led_BlinkLED

set clk_period 7.0
set clk_io_pct 0.2

create_clock -name clk0 -period $clk_period [get_ports {clk}]

set non_clock_inputs [all_inputs -no_clocks]
set_input_delay [expr $clk_period * $clk_io_pct] -clock clk0 $non_clock_inputs
set_output_delay [expr $clk_period * $clk_io_pct] -clock clk0 [all_outputs]
File: flow/design.v
module blink_led_BlinkLED
(
  input  clk,
  input  reset,
  input  led_in,
  input  led_we,
  output  led_out,
  output  run_busy,
  input  run_req
);
  wire  clk_sig;
  wire  reset_sig;
  wire  led_in_sig;
  wire  led_we_sig;
  wire  led_out_sig;
  reg  run_busy_sig = 1'b1;
  wire  run_req_sig;
  reg  class_led_0000 = 1'b0;
  wire  class_led_0000_mux;
  wire  tmp_0001;
  reg signed [32-1 : 0] run_i_0001 = 32'h00000000;
  reg  binary_expr_00002 = 1'b0;
  reg signed [32-1 : 0] unary_expr_00003 = 0;
  reg signed [32-1 : 0] run_i_0004 = 32'h00000000;
  reg  binary_expr_00005 = 1'b0;
  reg signed [32-1 : 0] unary_expr_00006 = 0;
  wire  run_req_flag;
  reg  run_req_local = 1'b0;
  wire  tmp_0002;
  localparam run_method_IDLE = 32'd0;
  localparam run_method_S_0000 = 32'd1;
  localparam run_method_S_0001 = 32'd2;
  localparam run_method_S_0002 = 32'd3;
  localparam run_method_S_0003 = 32'd4;
  localparam run_method_S_0004 = 32'd5;
  localparam run_method_S_0006 = 32'd6;
  localparam run_method_S_0007 = 32'd7;
  localparam run_method_S_0008 = 32'd8;
  localparam run_method_S_0009 = 32'd9;
  localparam run_method_S_0010 = 32'd10;
  localparam run_method_S_0011 = 32'd11;
  localparam run_method_S_0012 = 32'd12;
  localparam run_method_S_0013 = 32'd13;
  localparam run_method_S_0015 = 32'd14;
  localparam run_method_S_0016 = 32'd15;
  localparam run_method_S_0017 = 32'd16;
  localparam run_method_S_0018 = 32'd17;
  localparam run_method_S_0019 = 32'd18;
  localparam run_method_S_0020 = 32'd19;
  localparam run_method_S_0021 = 32'd20;
  localparam run_method_S_0022 = 32'd21;
  localparam run_method_S_0023 = 32'd22;
  reg [31:0] run_method = run_method_IDLE;
  reg signed [32-1 : 0] run_method_delay = 0;
  reg  run_req_flag_d = 1'b0;
  wire  run_req_flag_edge;
  wire  tmp_0003;
  wire  tmp_0004;
  wire  tmp_0005;
  wire  tmp_0006;
  wire  tmp_0007;
  wire  tmp_0008;
  wire  tmp_0009;
  wire  tmp_0010;
  wire  tmp_0011;
  wire  tmp_0012;
  wire  tmp_0013;
  wire  tmp_0014;
  wire  tmp_0015;
  wire  tmp_0016;
  wire  tmp_0017;
  wire signed [32-1 : 0] tmp_0018;
  wire  tmp_0019;
  wire signed [32-1 : 0] tmp_0020;
  assign clk_sig = clk;
  assign reset_sig = reset;
  assign led_in_sig = led_in;
  assign led_we_sig = led_we;
  assign led_out = led_out_sig;
  assign led_out_sig = class_led_0000;
  assign run_busy = run_busy_sig;
  always @(posedge clk) begin
    if(reset == 1'b1) begin
      run_busy_sig <= 1'b1;
    end else begin
      if (run_method == run_method_S_0000) begin
        run_busy_sig <= 1'b0;
      end else if (run_method == run_method_S_0001) begin
        run_busy_sig <= tmp_0006;
      end
    end
  end
  assign run_req_sig = run_req;
  assign tmp_0001 = led_we_sig == 1'b1 ? led_in_sig : class_led_0000;
  assign tmp_0002 = run_req_local | run_req_sig;
  assign tmp_0003 = ~run_req_flag_d;
  assign tmp_0004 = run_req_flag & tmp_0003;
  assign tmp_0005 = run_req_flag | run_req_flag_d;
  assign tmp_0006 = run_req_flag | run_req_flag_d;
  assign tmp_0007 = 1'b1 == 1'b1 ? 1'b1 : 1'b0;
  assign tmp_0008 = 1'b1 == 1'b0 ? 1'b1 : 1'b0;
  assign tmp_0009 = binary_expr_00002 == 1'b1 ? 1'b1 : 1'b0;
  assign tmp_0010 = binary_expr_00002 == 1'b0 ? 1'b1 : 1'b0;
  assign tmp_0011 = binary_expr_00005 == 1'b1 ? 1'b1 : 1'b0;
  assign tmp_0012 = binary_expr_00005 == 1'b0 ? 1'b1 : 1'b0;
  assign tmp_0013 = run_method != run_method_S_0000 ? 1'b1 : 1'b0;
  assign tmp_0014 = run_method != run_method_S_0001 ? 1'b1 : 1'b0;
  assign tmp_0015 = tmp_0014 & run_req_flag_edge;
  assign tmp_0016 = tmp_0013 & tmp_0015;
  assign tmp_0017 = run_i_0001 < 32'h004c4b40 ? 1'b1 : 1'b0;
  assign tmp_0018 = run_i_0001 + 32'h00000001;
  assign tmp_0019 = run_i_0004 < 32'h004c4b40 ? 1'b1 : 1'b0;
  assign tmp_0020 = run_i_0004 + 32'h00000001;
  always @(posedge clk) begin
    if(reset == 1'b1) begin
      run_method <= run_method_IDLE;
      run_method_delay <= 32'h0;
    end else begin
      case (run_method)
        run_method_IDLE : begin
          run_method <= run_method_S_0000;
        end
        run_method_S_0000 : begin
          run_method <= run_method_S_0001;
        end
        run_method_S_0001 : begin
          if (tmp_0005 == 1'b1) begin
            run_method <= run_method_S_0002;
          end
        end
        run_method_S_0002 : begin
          if (tmp_0007 == 1'b1) begin
            run_method <= run_method_S_0004;
          end else if (tmp_0008 == 1'b1) begin
            run_method <= run_method_S_0003;
          end
        end
        run_method_S_0003 : begin
          run_method <= run_method_S_0023;
        end
        run_method_S_0004 : begin
          run_method <= run_method_S_0006;
        end
        run_method_S_0006 : begin
          run_method <= run_method_S_0007;
        end
        run_method_S_0007 : begin
          if (tmp_0009 == 1'b1) begin
            run_method <= run_method_S_0012;
          end else if (tmp_0010 == 1'b1) begin
            run_method <= run_method_S_0008;
          end
        end
        run_method_S_0008 : begin
          run_method <= run_method_S_0013;
        end
        run_method_S_0009 : begin
          run_method <= run_method_S_0010;
        end
        run_method_S_0010 : begin
          run_method <= run_method_S_0011;
        end
        run_method_S_0011 : begin
          run_method <= run_method_S_0006;
        end
        run_method_S_0012 : begin
          run_method <= run_method_S_0009;
        end
        run_method_S_0013 : begin
          run_method <= run_method_S_0015;
        end
        run_method_S_0015 : begin
          run_method <= run_method_S_0016;
        end
        run_method_S_0016 : begin
          if (tmp_0011 == 1'b1) begin
            run_method <= run_method_S_0021;
          end else if (tmp_0012 == 1'b1) begin
            run_method <= run_method_S_0017;
          end
        end
        run_method_S_0017 : begin
          run_method <= run_method_S_0022;
        end
        run_method_S_0018 : begin
          run_method <= run_method_S_0019;
        end
        run_method_S_0019 : begin
          run_method <= run_method_S_0020;
        end
        run_method_S_0020 : begin
          run_method <= run_method_S_0015;
        end
        run_method_S_0021 : begin
          run_method <= run_method_S_0018;
        end
        run_method_S_0022 : begin
          run_method <= run_method_S_0002;
        end
        run_method_S_0023 : begin
          run_method <= run_method_S_0000;
        end
      endcase
      run_req_flag_d <= run_req_flag;
      if(tmp_0013 & tmp_0015 == 1'b1) begin
        run_method <= run_method_S_0001;
      end
    end
  end
  always @(posedge clk) begin
    if(reset == 1'b1) begin
      class_led_0000 <= 1'b0;
    end else begin
      if (run_method == run_method_S_0004) begin
        class_led_0000 <= 1'b1;
      end else if (run_method == run_method_S_0013) begin
        class_led_0000 <= 1'b0;
      end else begin
        class_led_0000 <= class_led_0000_mux;
      end
    end
  end
  assign class_led_0000_mux = tmp_0001;
  always @(posedge clk) begin
    if(reset == 1'b1) begin
      run_i_0001 <= 32'h00000000;
    end else begin
      if (run_method == run_method_S_0004) begin
        run_i_0001 <= 32'h00000000;
      end else if (run_method == run_method_S_0010) begin
        run_i_0001 <= unary_expr_00003;
      end
    end
  end
  always @(posedge clk) begin
    if(reset == 1'b1) begin
      binary_expr_00002 <= 1'b0;
    end else begin
      if (run_method == run_method_S_0006) begin
        binary_expr_00002 <= tmp_0017;
      end
    end
  end
  always @(posedge clk) begin
    if(reset == 1'b1) begin
      unary_expr_00003 <= 0;
    end else begin
      if (run_method == run_method_S_0009) begin
        unary_expr_00003 <= tmp_0018;
      end
    end
  end
  always @(posedge clk) begin
    if(reset == 1'b1) begin
      run_i_0004 <= 32'h00000000;
    end else begin
      if (run_method == run_method_S_0013) begin
        run_i_0004 <= 32'h00000000;
      end else if (run_method == run_method_S_0019) begin
        run_i_0004 <= unary_expr_00006;
      end
    end
  end
  always @(posedge clk) begin
    if(reset == 1'b1) begin
      binary_expr_00005 <= 1'b0;
    end else begin
      if (run_method == run_method_S_0015) begin
        binary_expr_00005 <= tmp_0019;
      end
    end
  end
  always @(posedge clk) begin
    if(reset == 1'b1) begin
      unary_expr_00006 <= 0;
    end else begin
      if (run_method == run_method_S_0018) begin
        unary_expr_00006 <= tmp_0020;
      end
    end
  end
  assign run_req_flag = tmp_0002;
  assign run_req_flag_edge = tmp_0004;
endmodule
==> flow_metrics.py <==
# Auto-generated metrics
metrics = {
    "floorplan": {
        "initial_core_util_pct": 52.2,
        "io-pin-count": 7,
        "die_y_um": 115,
        "fp.dieW_um": 115,
        "coreArea_sq_mm": 0.0122,
        "num_rows": 40,
        "die-area_sq_mm": 0.0132,
    },
    "critical_path": {
        "cp_slowest_stage_delay_ns": 0.60,
        "path_class": "input pin to flip-flop",
        "crit_path_start": "reset",
        "crit_arrival_ns": 3.26,
        "worstSetupEndpointType": "flip-flop",
        "r2r_end": "unary_expr_00006[1]",
        "cp_max_fo": 48,
        "reg2reg_depth": 5,
        "path_cells": "buf_2 -> buf_4 -> inv_1 -> o21ai_2 -> buf_4 -> a21oi_1",
        "regToRegStartpoint": "run_method[0]",
        "cp-start-kind": "input pin",
        "crit_top_cell": "buf_4",
        "crit_required_ns": 7.28,
        "crit_path_top_delay_cell": "inv_1",
        "r2r_slack_ns": 4.37,
    },
    "clocking": {
        "cts.clk_slew.worst_paths_ns": 0.06,
        "cts_setup_buffers": 0,
        "clkLatencyLatePin_ns": 0.41,
        "h-tree-depth": 4,
        "cts_tree": "done",
        "hold_buffers": 0,
        "ctsResizeCount": 0,
        "cts.sinks": 138,
        "clock_path_buffers": 2,
        "cts-root-buf": "clkbuf_16",
        "numCtsBuffers": 17,
    },
    "final_timing": {
        "tns_ns": 0,
        "finalCritPeriodShare_pct": 42.6,
        "clock-skew-final_ns": 0.00543,
        "clock.fmax_mhz": 335,
        "setup_violations": 0,
        "setup_slack_ns": 4.02,
        "post-route-min-period_ns": 2.98,
        "worst_pin_slew_ns": 0.891,
        "maxSlewHeadroom_pct": 40.6,
        "slew_violations": 0,
        "rsz0062_at_grt": "no",
        "finalHoldViolCount": 0,
    },
    "power_and_ir_drop": {
        "p_leak_uw": 0.00225,
        "power-per-cell-area_mw_per_mm2": 260,
        "vdd_drop_max_uv": 173,
    },
    "logic_synthesis": {
        "edf_count": 1,
        "yosys-top-cells-area": "dfxtp_1, nand2_1, a21oi_1, xor2_1, a211oi_1",
        "ys_cells": 789,
        "top_cells_by_count": "nand2_1, dfxtp_1, a21oi_1, nor2_1, clkbuf_1",
        "flop_cell": "dfxtp_1",
        "top_area_cell": "dfxtp_1",
        "top_area_share_pct": 43.0,
        "ys_types": 50,
        "async_reset_ff_share_pct": 0,
        "yosys.stat.chipArea_sq_mm": 0.00637,
        "netlist_area_sq_mm": 0.00637,
        "avgSynthCellArea_sq_um": 8.08,
        "yosys_warnings": 1,
        "synth-seq-cells": 138,
        "seq_area_frac_synth_pct": 43.5,
        "syn_inst": 789,
        "most_common_cell": "nand2_1",
    },
    "worst_hold_path": {
        "hold_path.class": "flip-flop to flip-flop",
        "hold_depth": 2,
        "hold_start": "unary_expr_00003[29]",
        "min_to": "run_i_0001[29]",
    },
    "routing": {
        "drt-wirelength-per-cell_um": 14.5,
        "firstDrtPassIters": 4,
        "viasPerCell": 5.57,
        "vias": 5285,
        "routed_wl_um": 13700,
        "antennaDiodeCount": 0,
        "drt-initial-drc-count": 349,
        "postRouteAntennaNets": 0,
        "route.detailed.drc": 0,
    },
    "placed_design": {
        "hpwl_um": 8170,
        "port_buffers": 6,
        "gp_congestion": 0.798,
        "placed_area_sq_mm": 0.00647,
        "place_ws_ns": 3.59,
    },
    "job": {
        "warnings": 25,
        "cap_violations": 0,
    },
    "global_routing": {
        "grt_pass1_vias": 5121,
        "antenna_found_initial": 0,
        "grt_max_degree": 64,
        "overflow": 0,
        "track_usage_pct": 23.2,
        "grt_pass1_wl_um": 24100,
    },
    "final_layout": {
        "fin_area_sq_mm": 0.00710,
        "drive_gt1_share_pct": 7.95,
        "areaGrowthSynthToFinish_pct": 11.4,
    },
    "run_status": {
        "status": "finished, final reports clean",
    },
}
[metrics by stage]
step / util (%) / cells / hold slack [ns] / power (uW)
after floorplan: - / 789 / 0.429 / 899
after global placement: 53.0 / 917 / 0.431 / 923
after detailed placement: 53.0 / 917 / 0.440 / 924
after CTS: 58.1 / 948 / 0.448 / 1860
after global routing: 58.1 / 948 / 0.468 / 1910
final: 58.1 / 948 / 0.446 / 1840
[how the worst max path moves through the flow]
stage	end	slack [ns]
4_1_cts	run_i_0004[8]	4.02
5_1_grt	run_i_0004[9]	3.86
6_report	run_i_0004[8]	4.02
[metal layers]
layer	global-route usage, %	vias up	routed length, um
met3	3.65	9	420
li1	-	2730	-
met4	2.94	0	115
met2	37.9	57	6410
met5	0	-	0
met1	34.5	2489	6770
[where the power goes]
group / switching, uW / internal, uW
clock network: 317 / 617
logic: 53.4 / 33.8
registers: 23.1 / 799
[layout make-up]
| class | instances | area, sq um |
|---|---|---|
| Sequential cell | 138 | 2770 |
| Clock buffer | 25 | 517 |
| Tap cell | 168 | 210 |
| Inverter | 8 | 30.0 |
| Timing Repair Buffer | 15 | 123 |
| Clock inverter | 6 | 108 |
| Multi-Input combinational cell | 588 | 3340 |
| Fill cell | 1074 | 5110 |
[cell families after synthesis]
group | synth area share (%)
simple gates | 24.7
compound gates | 18.1
flops | 43.5
buf+inv | 4.53
xor+xnor | 7.97
mux | 0.824
fa+ha+maj | 0.392
[flip-flops by register name, summed over array words and instances (netlist names)]
signal and flops:
run_i_0001 32, run_i_0004 32, unary_expr_00003 32, unary_expr_00006 32, run_method 5, binary_expr_00002 1
binary_expr_00005 1, class_led_0000 1, run_busy_sig 1, run_req_flag_d 1
[worst max-delay path, delay by kind of cell]
kind	cells	cell delay, ns
AOI/OAI and AO/OA	2	0.29
buffers and inverters	4	1.55
[placed cells by master, fill, tap and decap left out, types with 9 or more instances in the layout]
master | synthesis | routed
nand4_1 | 23 | 23
xor2_1 | 34 | 34
and3_1 | 12 | 12
nand3_1 | 28 | 28
xnor2_1 | 24 | 24
clkbuf_16 | 0 | 18
a21oi_1 | 95 | 95
o21ai_0 | 31 | 31
nor4_1 | 11 | 11
a211oi_1 | 33 | 33
dfxtp_1 | 137 | 137
buf_4 | 0 | 9
nor3_1 | 16 | 15
nor2_1 | 60 | 59
nand2_1 | 155 | 155
Power and IR drop assume default switching activity.
